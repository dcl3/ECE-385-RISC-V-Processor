**./design.v**
```verilog
module alu (
    input        [3:0]  alu_sel,
    input signed [31:0] dataA,
    input signed [31:0] dataB,
    output logic [31:0] result,
	 output br_sig
);
	assign br_sig = (result == 32'b0);
     always_comb begin
        case (alu_sel)
            4'b0001: result = dataA + dataB;
            4'b0010: result = dataA - dataB;
            4'b0011: result = dataA <<   dataB[4:0];
            4'b0100: result = dataA >>   dataB[4:0];
            4'b0101: result = dataA >>>  dataB[4:0];
            4'b0110: result = {31'b0, dataA == dataB};
            4'b0111: result = {31'b0, dataA < dataB};      
            4'b1000: result = {31'b0, $unsigned(dataA) < $unsigned(dataB)};
            4'b1001: result = dataA ^ dataB;
            4'b1010:  result = dataA | dataB;
            4'b1011: result = dataA & dataB;
            4'b1100: result = dataB;
            default: result = 32'b0;
        endcase
     end
endmodule
```
**./run.sh**
```bash
#!/bin/bash
# OpenROAD 26Q1-2900-gdf79404cd8, Yosys 0.63+post, stock flow scripts
make -C /OpenROAD-flow-scripts/flow DESIGN_CONFIG=/design/flow/config.mk WORK_HOME=/design/flow/orfs finish
```
**./config.mk**
```make
export PLATFORM = sky130hd
export DESIGN_NAME = alu
export DESIGN_NICKNAME = alu
export VERILOG_FILES = /design/flow/design.v
export SDC_FILE = /design/flow/constraint.sdc
export NUM_CORES = 4
export LEC_CHECK = 1
export CORE_UTILIZATION = 30
```
**./constraint.sdc**
```tcl
current_design alu

set clk_period 12.4
set clk_io_pct 0.2

create_clock -name clk0 -period $clk_period

set non_clock_inputs [all_inputs -no_clocks]
set_input_delay [expr $clk_period * $clk_io_pct] -clock clk0 $non_clock_inputs
set_output_delay [expr $clk_period * $clk_io_pct] -clock clk0 [all_outputs]
```
==> Slide: Implementation Results <==
Synthesis and Place & Route Summary

Global routing
  – GRT Util Overall: 0.327
  – Aggregate global routing overflow: 0
  – Vias in the first global route: 11,992
  – Largest net degree at the start of global routing: 49
  – Global-route wire length before repair: 84.2 mm
  – Initial antenna violation count: 1

Logic synthesis
  – Count of cell types in the netlist: 90
  – Post-synthesis chip area from yosys: 10,200 sq um
  – Synth cell count leaders: 142 x nand2_1, 121 x nor2_1, 113 x a21oi_1
  – Yosys warns: 1
  – Dominant cell area share: 0.120
  – Post-synth top area cell: ha_1
  – Number of cells in Yosys stat: 1,473
  – Biggest area cells: ha_1 12%, mux4_2 8.6%, a21oi_1 5.5%
  – Post-Syn Area: 10,200 sq um
  – Register share after synthesis: 0
  – Synth top cell by count: nand2_1
  – Post-Syn Instances: 1,473
  – Syn avg cell area: 6.94 sq um

Placement
  – GP Congestion: 1.11
  – Post-Place Cells: 1,934
  – Post-DP HPWL: 44.9 mm
  – I/O Buffers: 101

Detailed routing
  – # DRC: 0
  – Vias: 12,981
  – M1 WL: 24.2 mm
  – Antenna viol nets, final: 0
  – 1st-iter DRT viols: 1,709
  – Routed WL: 57.1 mm
  – Via/cell ratio: 6.71
  – WL met3: 6.18 mm
  – WL met2: 24.3 mm
  – First-pass DRT Iterations: 6
  – Routed wire per std cell: 29.5 um
  – Max layer used: met4

Final timing
  – Post-layout min period: 10,900 ps
  – WHS: 6250 ps
  – Fmax: 91.7 MHz
  – Count of final setup violators: 0
  – Setup_tns: 0 ps
  – Fin. Hold Viols: 0
  – Final max-slew violation count: 0
  – Cycle use final: 0.879
  – RSZ-0062 raised after global routing: false
  – Slew HR: 0.203
  – Measured slew at the worst slew-check pin: 1170 ps

CTS
  – CTS resizes: 0
  – Hold Buf Count CTS: 0
  – Post-CTS setup buffer count: 0

Pwr
  – Psw: 342 uW
  – Leakage: 0.00447 uW
  – PwrDens: 47.4 nW/um^2
  – Switching Fraction: 0.626
  – Pint: 205 uW
  – Worst VDD drop: 22.2 uV

Cells and area
  – P&R area growth vs syn: 12.8%
  – Layout cells sized above 1: 0.0983
  – Finished Layout Cells: 1,936
  – CLK BUF: 0
  – Register area: 0 sq um
  – Flip-flops: 0

Job
  – OpenROAD warnings: 98
  – Max cap viols: 0

Worst setup path
  – Critical Path End Type: primary output
  – Worst endpoint data arrival time: 8420 ps
  – Worst path required time: 9920 ps
  – Setup crit start kind: input port
  – CP Class: input port to primary output
  – Crit Path Max Fanout: 27

Worst hold path
  – Min-Delay Endpoint: result[8]
  – Min-Delay Path Class: input port to primary output
  – Worst Hold Depth: 5
  – Hold_sp: dataB[2]

Floorplan
  – Core area: 33,500 sq um
  – Die Width: 187 um
  – Row cnt: 67
  – Die Ht: 187 um
  – Die area: 34,800 sq um
  – Fp_density: 0.305
  – I/O pins: 101

Status
  – Run status: finished clean
[kinds of logic after synthesis]
family          after synthesis  share of synthesized area
compound gates              523                      0.360
xor+xnor                     14                     0.0120
fa+ha+maj                   100                      0.124
buf+inv                     225                     0.0933
mux                         120                      0.174
simple gates                491                      0.237
[critical path, cell delays in order]
cell             delay [ps]
clkdlybuf4s50_1         950
buf_4                   490
nor2_1                  120
nand2_1                 290
a2111oi_0               220
o41ai_1                 730
o211ai_1                290
nor4_1                  740
nand4b_1                160
nor4b_1                 520
nand4b_1                250
or4_1                   570
nor3_2                  110
clkdlybuf4s50_1         470
[layout make-up]
type	instances	area [sq um]
diodes	2	5.00
multi-input cells	1248	9300
inverters	96	360
repair buffers	142	1300
well taps	448	561
fillers	3641	22000
[cell usage in the layout (no fill, tap or decap), drive strengths merged, types with 15 or more instances in the layout]
cell type	instances
a22oi	22
o21ai	82
nand3	33
o22ai	15
inv	94
buf	45
nor4	31
clkdlybuf4s50	97
nor2	121
nand2b	17
mux2	30
nor3	40
nand2	143
mux4	42
a31oi	17
o221ai	18
o211ai	34
nand4	20
a211oi	34
o31ai	18
ha	98
nor2b	23
mux2i	48
a21oi	114
[layer usage]
layer  vias up  track usage
li1       5699            -
met1      6260        0.475
met2       887        0.479
met3       135       0.0691
met4         0        0.114
met5         -            0
[stage by stage]
step                      setup slack [ps]  area, sq um   util  power (uW)
final                                 1500        11500  0.344         547
after global routing                  1380        11500  0.344         578
after CTS                             1690        11500  0.344         530
after detailed placement              1670        11500  0.344         527
after global placement                1670        11500  0.344         532
after floorplan                       3160        10200      -         319
[worst max path at each step]
stage               from  endpoint  slack (ps)  depth (start not counted)
finish        alu_sel[3]    br_sig        1500                         14
global route    dataB[4]    br_sig        1380                         16
CTS             dataB[4]    br_sig        1690                         16
[power groups by stage]
stage / Combinational (uW) / Sequential, uW / Clock [uW]
after CTS: 530 / 0 / 0
after global routing: 578 / 0 / 0
Power is estimated from default activity; no workload was simulated.
