**flow/design.v**
```verilog
module mem2IO (input logic Clk,
					input logic Reset,
					input logic [31:0] addr,
					input logic OE,
					input logic WE,
					input logic [9:0] SW,
					input logic [31:0] Data_from_CPU, Data_from_SRAM,
					output logic [31:0] Data_to_CPU, Data_to_SRAM,
					output logic [3:0] HEX0, HEX1, HEX2, HEX3, HEX4, HEX5);
	logic [31:0] hex_data;
	always_comb
	 begin 
		Data_to_CPU = 32'd0;
		if (~WE && OE) 
			if (addr[31:0] == 32'hFFFFFFFF) 
				Data_to_CPU = {22'b000000,SW};
			else 
				Data_to_CPU = Data_from_SRAM;
	 end
	assign Data_to_SRAM = Data_from_CPU;
	always_ff @ (posedge Clk) begin 
		if (Reset) 
			hex_data <= 32'd0;
		else if ( WE && (addr[31:0] == 32'hFFFFFFFF) ) 
			hex_data <= Data_from_CPU;
		end
assign HEX0 = hex_data[3:0];
assign HEX1 = hex_data[7:4];
assign HEX2 = hex_data[11:8];
assign HEX3 = hex_data[15:12];
assign HEX4 = hex_data[19:16];
assign HEX5 = hex_data[23:20];
endmodule
```
**flow/run.sh**
```bash
#!/bin/bash
# OpenROAD 26Q1-2900-gdf79404cd8, Yosys 0.63+post, stock flow scripts
make -C /OpenROAD-flow-scripts/flow DESIGN_CONFIG=/design/flow/config.mk WORK_HOME=/design/flow/orfs finish
```
**flow/config.mk**
```make
export PLATFORM = sky130hd
export DESIGN_NAME = mem2IO
export DESIGN_NICKNAME = mem2IO
export VERILOG_FILES = /design/flow/design.v
export SDC_FILE = /design/flow/constraint.sdc
export NUM_CORES = 4
export LEC_CHECK = 1
export CORE_AREA = 10 10 99 99
export DIE_AREA = 0 0 109 109
```
**flow/constraint.sdc**
```tcl
current_design mem2IO

set clk_period 8.1
set clk_io_pct 0.2

create_clock -name clk0 -period $clk_period [get_ports {Clk}]

set non_clock_inputs [all_inputs -no_clocks]
set_input_delay [expr $clk_period * $clk_io_pct] -clock clk0 $non_clock_inputs
set_output_delay [expr $clk_period * $clk_io_pct] -clock clk0 [all_outputs]
```
==> summary.txt <==
Results of an implementation run.

The run finished with clean final reports. The startpoint identified for the worst hold timing path is hex_data[18]. The vias after detailed routing is 2164. After detailed routing, the number of vias per cell comes to 4.75.

The startpoint of the worst register-to-register path is hex_data[15]. The row count is 32. The end-of-flow timing check tallies setup violations at 0. Per the synthesis report, the XOR/XNOR share of the synthesized area is 0.

The post-synthesis to final-layout area growth is 101%. The cell area power density is 82.0 nW/µm². Post-route period utilization is reported as 0.738. Per the synth log, the flip-flop and latch total comes to 24. The final layout contains routed wiring with a total length of 8.25 mm. The required time of the worst setup path is 6.48 ns. Entering global routing, the biggest net connects 36 pins. The number of cells on the worst hold path is 2. The worst setup path is launched from an input pin. The most common logic cell in the routed design is sky130_fd_sc_hd__clkdlybuf4s50_1. The most flop-heavy register is hex_data. The count of non-filler cells in the finished layout is 456. Per the OpenROAD floorplan log, the height of the die is 109 µm. The maximum clock skew at final layout is 0 ns. The number of antenna violations at the first check in global routing was 0. The total cells reported by yosys after synthesis is 219.

The analysis reports a worst IR drop on VDD of 46.9 µV. For this run, asynchronously set or reset flops after synthesis account for 0. Total global-route track usage over all layers is 0.129. At the floorplan stage, the core utilization is reported as 0.217.

The layout summary lists the proportion of cells stronger than drive strength 1 as 0.0339. Among all stages on the critical path, the largest delay is contributed by sky130_fd_sc_hd__inv_1. The number of global-route vias before repair is 2331. The detailed router finished its first iteration with 78 violations. The I/O pin count is 198. The pre-antenna-repair detailed-routing pass consisted of 4 iterations. The classification of the worst-slack hold path is reg -> reg. CTS built an H-tree with a depth of 1. After synthesis, the largest family of logic cells by area is simple AND/OR/NAND/NOR gates. The final antenna-violating net count is 0.

The kind of critical path is in -> out. Global routing finished with a remaining overflow of 0. The fraction of post-synthesis cell area in the top cell type by area is 0.286. In the Yosys stats the netlist draws on 15 distinct library cells.

The average wire per standard cell is 18.1 µm. Setup repair after global routing left no endpoint under its margin. In the final report, the number of hold violations comes to 0.

Measured against the total synthesized area, the mux share comes to 0. The total tool warning count is 25. The most used flip-flop cell is sky130_fd_sc_hd__dfxtp_1.

The transition time recorded at the tightest slew-check pin is 0.915 ns. The floorplan step defined a core boundary enclosing 7730 µm². TritonCTS built the clock tree. The longest incremental delay of any stage on the critical path is reported as 0.60 ns. The slew check shows that the tightest pin keeps a relative margin of 0.385. The yosys synthesis chip area is 1680 µm².

The script parses the final routing iteration and logs DRC violations as 0. The count of buffers added on input and output ports is 181. Counting tap cells, the placed design contains a total of 453 instances. In this run, synthesis inferred 0 flip-flops with an integrated enable. The area share of fa/ha/maj cells after synthesis is 0. The setup check on the worst reg-to-reg path leaves a slack of 7.45 ns. According to the floorplan report, the die width is 109 µm. CTS added clock buffers totalling 3. The number of maximum-capacitance constraint violations is 0. The number of hold buffers added after cts is 0.

The synthesized area per cell is 7.67 µm². The cell depth of the worst flop-to-flop path is 2. The clock edge transition at the registers on the reported setup and hold paths is 0.08 ns. Leaving out buffers and inverters, the combinational logic in the layout accounts for 855 µm².

The registers reported with the highest flop counts are hex_data (24). The warning tally printed by Yosys for this design is 1. The endpoint type of the worst setup path is a primary output. The later pin in the worst-skew pair is clocked with a latency of 0.26 ns. The count of instances resized after the clock tree is built is 0. Based on the critical path, the design can be clocked at up to 167 MHz.

The antenna diode count is 0. The worst register-to-register path ends at hex_data[15]. The accumulated negative setup slack is 0 ns. The last weighted congestion value of the routability-driven placer is 0.763.

In this run the deepest clock path goes through 2 buffers. The sink count of the clock tree is 24. The flip-flop and latch area is 480 µm².

The data arrival time of the critical path is 4.36 ns. The library cell with the largest summed area after synthesis is sky130_fd_sc_hd__dfxtp_1. For this run the detailed placement stage logged an HPWL of 6.71 mm. Of the synthesized area, sequential elements account for 0.286. Synthesis produced 219 cells. The final max-slew violation count recorded for this run is 0. The post-CTS setup buffer count is 0.

Per the cell usage report, the commonest logic cells after layout are sky130_fd_sc_hd__clkdlybuf4s50_1 (181), sky130_fd_sc_hd__a21oi_1 (35), sky130_fd_sc_hd__nand4_1 (32). The full die area is 11900 µm². For reference, the top cells by area after synthesis are sky130_fd_sc_hd__dfxtp_1 (29%), sky130_fd_sc_hd__buf_4 (14%), sky130_fd_sc_hd__nand4_1 (12%). The script extracted a total leakage power of 1.11 nW. Per STA, the worst path is made up of clkdlybuf4s50_1 -> buf_4 -> inv_1 -> nand2_1 -> a21oi_1 -> buf_4 -> and2_1 -> clkdlybuf4s50_1. The capture endpoint of the worst hold path is hex_data[18]. The highest fanout seen on the critical path is 25. The count of filler cells inserted in the layout is 756.

The global-route wire length before repair is 12.4 mm. The worst path needs 5.98 ns of the cycle, external delays included. The number of flip-flops under the largest register name is 24. The root buffer cell is sky130_fd_sc_hd__clkbuf_8.

The AND-OR/OR-AND share of the synthesized area is 0.241. The simple logic cell fraction of the synthesized area is 0.257. The mapped cell area is 1680 µm².
## logic make-up after synthesis
kind of cell           Yosys count
DFF                             24
AOI/OAI and AO/OA               69
and+or+nand+nor                 69
buffers and inverters           57
## how the worst max path moves through the flow
stage | to | slack [ns] | cells after the start | startpoint
CTS | Data_to_CPU[27] | 2.10 | 8 | WE
global route | Data_to_CPU[16] | 1.88 | 8 | WE
finish | Data_to_CPU[27] | 2.12 | 8 | WE
## synth_stat cells, types with 2 or more instances
cell                       instances
sky130_fd_sc_hd__o31ai_1          24
sky130_fd_sc_hd__buf_2            10
sky130_fd_sc_hd__dfxtp_1          24
sky130_fd_sc_hd__a21oi_1          35
sky130_fd_sc_hd__nand4_1          32
sky130_fd_sc_hd__and2_1           22
sky130_fd_sc_hd__o21ai_0          10
sky130_fd_sc_hd__clkbuf_1         12
sky130_fd_sc_hd__buf_4            32
sky130_fd_sc_hd__nand3_1          10
sky130_fd_sc_hd__nor4_2            2
sky130_fd_sc_hd__or4_1             2
sky130_fd_sc_hd__buf_6             2
## power by group
group	total, W	internal, W	switching (W)
registers	0.000118	0.000118	0.0000000000000128
logic	0.0000885	0.0000665	0.0000220
clock network	0.0000703	0.0000332	0.0000371
## cell type report
class | instances | share of cell area
repair buffers | 188 | 0.553
multi-input cells | 138 | 0.253
flip-flops and latches | 24 | 0.142
well taps | 102 | 0.0378
clock buffers | 3 | 0.0122
inverters | 1 | 0.00111
## per-stage QoR
step	power (W)	util	instance area [µm²]	setup WS (ns)	hold WS, ns
2_1_floorplan	0.000141	-	1680	3.70	0.428
3_5_place_dp	0.000210	0.431	3330	2.12	0.462
3_3_place_gp	0.000211	0.431	3330	2.11	0.454
4_1_cts	0.000280	0.436	3370	2.10	0.477
6_report	0.000277	0.436	3370	2.12	0.477
5_1_grt	0.000290	0.436	3370	1.88	0.492
## metal layers
metal / part of all wire / global-route usage / vias to the layer above
li1: - / - / 1056
met1: 0.34 / 0.141 / 962
met2: 0.49 / 0.221 / 134
met3: 0.16 / 0.0681 / 12
met4: 0.014 / 0.0188 / 0
met5: 0 / 0 / -
## worst max-delay path: cells and delay by family
| kind | cells | cell delay (ns) |
|---|---|---|
| compound gates | 1 | 0.22 |
| buf+inv | 5 | 1.92 |
| simple gates | 2 | 0.59 |
Power and IR drop assume default switching activity.
