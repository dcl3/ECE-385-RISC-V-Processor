===== /design/flow/constraint.sdc =====
current_design mux_4x1

set clk_period 1.0
set clk_io_pct 0.2

create_clock -name clk0 -period $clk_period

set non_clock_inputs [all_inputs -no_clocks]
set_input_delay [expr $clk_period * $clk_io_pct] -clock clk0 $non_clock_inputs
set_output_delay [expr $clk_period * $clk_io_pct] -clock clk0 [all_outputs]

===== /design/flow/config.mk =====
export PLATFORM = sky130hd
export DESIGN_NAME = mux_4x1
export DESIGN_NICKNAME = mux_4x1
export VERILOG_FILES = /design/flow/design.v
export SDC_FILE = /design/flow/constraint.sdc
export NUM_CORES = 4
export LEC_CHECK = 1
export CORE_AREA = 10 10 76 76
export DIE_AREA = 0 0 86 86

===== /design/flow/design.v =====
module mux_2x1 #(parameter width = 32) 
					 (input logic S,
					  input logic [width - 1:0] A, B,
					  output logic [width - 1:0] Output);
	always_comb
	begin
		unique case(S)
			1'b0: Output = A;
			1'b1: Output = B;
			default: Output = 16'bx;
		endcase
	end
endmodule
module mux_4x1 (input logic [1:0]S,
								input logic [31:0] A, B, C, D,
								output logic [31:0] Output);
	always_comb
	begin
		unique case(S)
			2'b00: Output = A;
			2'b01: Output = B;
			2'b10: Output = C;
			2'b11: Output = D;
			default: Output = 16'bx;
		endcase
	end
endmodule

===== /design/flow/run.sh =====
#!/bin/bash
# OpenROAD 26Q1-2900-gdf79404cd8, Yosys 0.63+post, stock flow scripts
make -C /OpenROAD-flow-scripts/flow DESIGN_CONFIG=/design/flow/config.mk WORK_HOME=/design/flow/orfs finish

==> results.py <==
# Flow results
metrics = {
    "final_timing": {
        "fin_hold_ws_ns": 0.869,
        "fin_crit_sh": 1.34,
        "drv_slew": 0,
        "fmax_mhz": 746,
        "setup_viol": 32,
        "period_needed_ns": 1.34,
        "fin_tns_setup_ns": -9.01,
        "tightestPinTransition_ns": 0.101,
        "hold_violations": 0,
        "setup_slack_ns": -0.341,
        "rsz0062_at_grt": "yes",
        "maxSlewHeadroom": 0.933,
    },
    "synthesis": {
        "top_area_frac": 0.829,
        "ys_top_cells_by_count": "30 x mux4_2, 3 x buf_12, 3 x buf_2",
        "netlist-cell-type-count": 5,
        "ys_cells": 39,
        "synth_top_cell_by_area": "mux4_2",
        "top_cell": "mux4_2",
        "syn_avg_cell_area_sq_um": 20.9,
        "syn_area_sq_um": 815,
        "yosysWarnings": 1,
        "yosys_area_sq_um": 815,
        "synthTopCellsByArea": "mux4_2 83%, buf_12 7.4%, mux4_1 6.5%",
        "syn_inst": 39,
        "ys_seq_share": 0,
    },
    "route": {
        "vias": 1178,
        "first_iter_violations": 24,
        "post_drt_wl_per_cell_microns": 23.7,
        "ant_nets": 0,
        "wirelength_mm": 6.05,
        "drt-vias-per-instance": 4.62,
        "drt_pre_antenna_iters": 3,
        "drcViolationCount": 0,
    },
    "setup_path": {
        "critPathMaxFanout": 7,
        "start_kind": "input port",
        "arrival_ns": 1.14,
        "crit_path_end_kind": "primary output",
        "critical_path_required_ns": 0.80,
        "crit_type": "in2out",
    },
    "place": {
        "dp_hpwl_mm": 5.29,
        "portBuffers": 162,
        "place.gp.congestion": 0.885,
        "dpl.cell_count": 248,
        "placed_area_sq_um": 2470,
    },
    "flow_run": {
        "warnings": 36,
        "maxCapViolCount": 0,
    },
    "layout": {
        "area_growth_pct": 184,
        "fin_area_sq_um": 2320,
        "seq_cell_count": 0,
        "final_cells": 255,
        "clkbuf_count": 0,
        "regArea_sq_um": 0,
        "drive_gt1_frac": 0.373,
    },
    "grt": {
        "grt_pass1_vias": 1377,
        "grt_overflow": 0,
        "grt_max_degree": 17,
        "grt_usage": 0.159,
        "grt_pass1_wl_mm": 8.78,
        "antenna_found_initial": 1,
    },
    "pwr": {
        "totalPowerFinal_uw": 848,
        "powerDensity_nw_per_um2": 366,
        "pwr-share-clk": 0,
        "pwr-share-seq": 0,
        "vdd_drop_max_mv": 0.184,
        "swShare": 0.253,
        "power_frac_comb": 1.000,
        "p_int_uw": 633,
        "p_leak_uw": 0.00112,
        "switchingPower_uw": 215,
    },
    "outcome": {
        "violations": "negative setup slack",
        "status": "finished, violations left",
    },
    "floorplanning": {
        "io_pins": 162,
        "coreArea_sq_um": 4120,
        "die_area_sq_um": 7400,
        "die_w_microns": 86,
        "initial_core_util": 0.198,
        "die_y_microns": 86,
        "row_count": 23,
    },
    "clock_tree": {
        "cts_hold_buffers": 0,
    },
    "worst_hold_path": {
        "worstHoldEndpoint": "Output[29]",
        "hold_start": "D[29]",
        "hold_class": "in2out",
        "hold_depth": 3,
    },
}
-- power groups by stage --
stage / clock [uW] / combinational [uW] / sequential [uW]
6_report: 0.000134 / 848 / 0
4_1_cts: 0 / 867 / 0
5_1_grt: 0.000134 / 917 / 0
-- area by class of cell --
cell class                 instances  area, sq um
antenna                            1         2.50
multi-input combinational         32          721
tap                               50         62.6
timing repair buffer             172         1530
fill                             407         1800
-- worst max-delay path, cell delays in order --
cell	delay (ns)
buf_12	0.12
buf_16	0.14
buf_6	0.09
mux4_2	0.46
buf_2	0.12
-- stage by stage --
| step | setup WS, ns | util |
|---|---|---|
| 3_5_place_dp | -0.907 | 0.601 |
| 5_1_grt | -0.391 | 0.563 |
| 6_report | -0.341 | 0.563 |
| 4_1_cts | -0.349 | 0.562 |
| 2_1_floorplan | -0.0916 | - |
| 3_3_place_gp | -0.902 | 0.601 |
-- cell usage in the layout (no fill, tap or decap) --
| master | synthesis | routed |
|---|---|---|
| buf_16 | 0 | 3 |
| buf_12 | 3 | 5 |
| buf_2 | 3 | 32 |
| diode_2 | 0 | 1 |
| clkdlybuf4s15_1 | 0 | 4 |
| buf_4 | 0 | 1 |
| buf_6 | 1 | 2 |
| dlygate4sd2_1 | 0 | 124 |
| mux4_2 | 30 | 32 |
| bufbuf_16 | 0 | 1 |
-- how the worst max path moves through the flow --
stage                 cells after the start  startpoint         end  slack, ns
after global routing                      5        S[0]  Output[30]      -0.39
final                                     5        S[0]  Output[30]      -0.34
after CTS                                 5        S[0]  Output[30]      -0.35
-- per-layer routing --
layer | GRT usage | part of all wire | vias to the layer above
li1 | - | - | 543
met1 | 0.180 | 0.33 | 551
met2 | 0.284 | 0.54 | 84
met3 | 0.0763 | 0.13 | 0
met4 | 0 | 0 | 0
met5 | 0 | 0 | -
-- cells by family after synthesis --
| kind of cell | synth area share |
|---|---|
| muxes | 0.894 |
| buffers and inverters | 0.106 |
-- timing repair --
item	CTS	global route
setup endpoints to repair	32	32
buffers inserted	2	0
gates resized	249	0
gates cloned	4	0
No activity file was given, so power comes from the tool's default toggle rates.
